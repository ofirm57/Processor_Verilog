--- design/flow/run.sh ---
#!/bin/bash
# OpenROAD 26Q1-2900-gdf79404cd8, Yosys 0.63+post, stock flow scripts
make -C /OpenROAD-flow-scripts/flow DESIGN_CONFIG=/design/flow/config.mk WORK_HOME=/design/flow/orfs finish
--- design/flow/config.mk ---
export PLATFORM = sky130hd
export DESIGN_NAME = proc
export DESIGN_NICKNAME = proc
export VERILOG_FILES = /design/flow/design.v
export SDC_FILE = /design/flow/constraint.sdc
export NUM_CORES = 4
export LEC_CHECK = 1
export CORE_UTILIZATION = 30
--- design/flow/constraint.sdc ---
current_design proc

set clk_period 8.1
set clk_io_pct 0.2

create_clock -name clk0 -period $clk_period [get_ports {Clock}]

set non_clock_inputs [all_inputs -no_clocks]
set_input_delay [expr $clk_period * $clk_io_pct] -clock clk0 $non_clock_inputs
set_output_delay [expr $clk_period * $clk_io_pct] -clock clk0 [all_outputs]
--- design/flow/design.v ---
module Alu(in, in_from_A, en, out);
input wire  [8:0] in;
input wire  [8:0] in_from_A;
input wire [1:0] en;
output reg [8:0] out;
always @(in_from_A)begin
if(en == 2'b01)
	out <= in + in_from_A; 
else if(en == 2'b10)  
	out <= in_from_A - in ;
else if(en == 2'b11) 
	out <= in[0] + in[1] + in[2] + in[3] + in[4] + in[5] + in[6] + in[7] + in[8] ;
else out <= 9'b000000000;
end
endmodule
module dec3to8(W, En, Y);
input wire [2:0] W;
input wire En; 
output reg [7:0] Y;
always @(W or En) 
	begin
		if (En == 1)
			case (W)
				3'b111: Y = 8'b10000000;
				3'b110: Y = 8'b01000000;
				3'b101: Y = 8'b00100000;
				3'b100: Y = 8'b00010000;
				3'b011: Y = 8'b00001000;
				3'b010: Y = 8'b00000100;
				3'b001: Y = 8'b00000010;
				3'b000: Y = 8'b00000001; 
			endcase 
		else
			Y = 8'b00000000;
	 end
endmodule
module proc (DIN, Resetn, Clock, Run, Done, BusWires,R0m, R1m,R2m,R3m,R4m,R5m,R6m,R7m,Tstep_Q, Nstep_Q); 
input wire [8:0] DIN;
input wire Resetn, Clock, Run;
output reg Done;
output wire [8:0] BusWires;
wire [8:0] IR,ALU_in_A;
wire [8:0] G_mux ,ALU_out;
reg [7:0] R_out;
reg D_out ,G_out;
reg A_in,IRin;
reg [1:0] add_sub ;
output reg [1:0] Tstep_Q, Nstep_Q; 
reg G_in;
output wire [8:0]R0m, R1m,R2m,R3m,R4m,R5m,R6m,R7m;
wire [7:0] Xreg,Yreg;
reg [7:0] Rin;
wire [2:0] I;
parameter
T0 = 2'b00,
T1 = 2'b01,
T2 = 2'b10,
T3 = 2'b11, 
MV = 3'b000,
MVi= 3'b001,
ADD = 3'b010,
SUB = 3'b011,
ONES= 3'b100;
Alu shimon(.in(BusWires), .in_from_A(ALU_in_A), .en(add_sub), .out(ALU_out));
regn R0(.R(BusWires), .Rin(Rin[0]),.Clock(Clock), .Q(R0m));
regn R1(.R(BusWires), .Rin(Rin[1]), .Clock(Clock), .Q(R1m));
regn R2(.R(BusWires), .Rin(Rin[2]), .Clock(Clock), .Q(R2m));
regn R3(.R(BusWires), .Rin(Rin[3]), .Clock(Clock), .Q(R3m));
regn R4(.R(BusWires), .Rin(Rin[4]), .Clock(Clock), .Q(R4m));
regn R5(.R(BusWires), .Rin(Rin[5]), .Clock(Clock), .Q(R5m));
regn R6(.R(BusWires), .Rin(Rin[6]), .Clock(Clock), .Q(R6m));
regn R7(.R(BusWires), .Rin(Rin[7]), .Clock(Clock), .Q(R7m));
regn R_A(.R(BusWires), .Rin(A_in), .Clock(Clock), .Q(ALU_in_A));
regn R_G(.R(ALU_out), .Rin(G_in), .Clock(Clock), .Q(G_mux));
regn IR_R(.R(DIN), .Rin(IRin), .Clock(Clock), .Q(IR));
the_best_mux mux(.mux_out(BusWires), .R_out(R_out), .G_out(G_out), .DIN_out(D_out), .G_to_mux(G_mux), .DIN_to_mux(DIN),.R_I0(R0m),.R_I1(R1m),.R_I2(R2m),.R_I3(R3m),.R_I4(R4m),.R_I5(R5m),.R_I6(R6m),.R_I7(R7m));
assign I = IR[8:6];
dec3to8 decX (IR[5:3], 1'b1, Xreg);  
dec3to8 decY (IR[2:0], 1'b1, Yreg);
always @(posedge Clock or negedge Resetn) 
begin 
if (~Resetn)
	  Tstep_Q <= T0;
else 
	  Tstep_Q <= Nstep_Q;
end
always @( Tstep_Q )begin 
	case (Tstep_Q)
	T0: Nstep_Q = Run ? T1 : T0;
	T1: Nstep_Q = Done ? T0 : T2;
	T2: Nstep_Q = Done ? T0 : T3; 
	T3: Nstep_Q =  T0 ; 
	default Nstep_Q = T0;
	endcase
end
always @(Tstep_Q ) 
 begin
	case(Tstep_Q)
	T0: begin 
			Done <= 1'b0; 
			IRin <= 1'b1;
			Rin <= 7'b0000000;
			G_in <= 1'b0;
			A_in <= 1'b0;
			add_sub <= 2'b00;
			R_out <= 8'b00000000;  ;
			D_out <= 1'b0 ;
			G_out <= 1'b0  ;
		end
	T1: begin
		case (I)
				MV:
				begin 
				IRin <= 1'b0;
				G_in <= 1'b0;
				A_in <= 1'b0;
				Rin <= Xreg;
				Done <= 1'b1;
				R_out <= Yreg;  
				D_out <= 1'b0 ;
				G_out <= 1'b0  ;
				end
            MVi:begin
				IRin <= 1'b0;
				G_in <= 1'b0;
				A_in <= 1'b0;
				R_out <= 8'b00000000;  
				D_out <= 1'b1 ;
				G_out <= 1'b0;
				Rin <= Xreg;
				Done <= 1'b1;
				end
				SUB:begin
				IRin <= 1'b0;
				G_in <= 1'b0;
				A_in <= 1'b1;
				Done <= 1'b0;
				R_out <= Xreg;  
				D_out <= 1'b0;
				G_out <= 1'b0;
				end
				ADD:begin
					IRin <= 1'b0;
					G_in <= 1'b0;
					A_in <= 1'b1;
					Done <= 1'b0;
					R_out <= Xreg;  
					D_out <= 1'b0;
					G_out <= 1'b0;
					end
				ONES:begin
					IRin <= 1'b0;
					G_in <= 1'b1;
					A_in <= 1'b0;
					Done <= 1'b0;
					R_out <= Xreg;  
					D_out <= 1'b0;
					G_out <= 1'b0;
					add_sub <= 2'b11;
		end
		endcase
		end	
	T2:begin
			case (I)
				SUB:
				begin 
				IRin <= 1'b0;
				R_out <= Yreg;  
				D_out <= 1'b0;
				G_out <= 1'b0;
				add_sub <= 2'b10;
				G_in <= 1'b1;
				end
				ADD:begin 
				IRin <= 1'b0;
				R_out <= Yreg;  
				D_out <= 1'b0;
				G_out <= 1'b0;
				add_sub <= 2'b01;
				G_in = 1'b1;
				end
				ONES:begin
				IRin <= 1'b0;
				G_in <= 1'b0;
				R_out <= 8'b0000000;  
				D_out <= 1'b0;
				G_out <= 1'b1;	
				A_in <= 1'b0;
				Rin <= Yreg;
				Done <= 1'b1;
				end
		    endcase
		end
	T3:begin 
				case (I)
				SUB:
				begin 
				G_in <= 1'b0;
				Rin <= Xreg;
				R_out <= 8'b0000000;  
				D_out <= 1'b0;
				G_out <= 1'b1;	
				Done <= 1'b1;
				end
				ADD:begin 
				A_in <= 1'b0;
				G_in <= 1'b0;
				R_out <= 8'b0000000;  
				D_out <= 1'b0;
				G_out <= 1'b1;	
				Rin <= Xreg;
				Done <= 1'b1;
				end
	      	endcase
	   end
	endcase
end
endmodule
module regn(R, Rin, Clock, Q);
parameter n = 9;
input wire [n-1:0] R;
input wire Rin, Clock;
output reg [n-1:0] Q;
always @(posedge Clock)
	if (Rin)
		Q <= R;
endmodule
module the_best_mux(mux_out, R_out, G_out, DIN_out, G_to_mux, DIN_to_mux,R_I0,R_I1,R_I2,R_I3,R_I4,R_I5,R_I6,R_I7);
input wire [8:0] R_I0,R_I1,R_I2,R_I3,R_I4,R_I5,R_I6,R_I7,G_to_mux,DIN_to_mux ;
input wire [7:0] R_out;
input wire  G_out, DIN_out;
output wire [8:0] mux_out;
assign mux_out = DIN_out ? DIN_to_mux: 
					  G_out ? G_to_mux : 
					  (R_out == 8'b00000001) ? R_I0 : 
					  (R_out == 8'b00000010) ? R_I1 : 
					  (R_out == 8'b00000100) ? R_I2 : 
					  (R_out == 8'b00001000) ? R_I3 : 
					  (R_out == 8'b00010000) ? R_I4 : 
					  (R_out == 8'b00100000) ? R_I5 : 
					  (R_out == 8'b01000000) ? R_I6 : 
					  (R_out == 8'b10000000) ? R_I7 :
					  9'b0;
endmodule
==> summary.txt <==
Status - complete, no violations
Grt total ovfl - 0
Crit Path Class - in -> reg
Reg power frac - 36.0%
Initial antenna violation count - 0
Clock slew seen by the registers of the worst setup and hold paths - 60 ps
Hold buffers post-CTS - 0
Clock power share - 28.7%
Hold Path Sink - Yreg[1]$_SDFF_PP0_
Post-synth EDFFs - 99
DP Worst Slack - 2100 ps
Placement Cell Area - 0.00766 mm2
Stage-log warning count - 39
Syn Area/Cell - 11.5 um2
Post-CTS Setup Repair Bufs - 0
Share of cells above drive strength 1 - 9.16%
Routability cong. - 0.864
Area of the multi-input gates - 0.00245 mm2
Final Slew Violations - 0
Port buffer count - 97
Hold path cells - 2
DIE AREA - 0.0219 mm2
Setup_tns - 0 ps
Core area - 0.0210 mm2
Worst Hold Class - reg -> reg
Sw frac - 35.9%
Period Utilization, post-route - 69.0%
Endpoints left unconstrained - 124
Total power - 2.52 mW
Clock Latency Late Sink - 420 ps
Fraction of registers with async set/reset - 1.42%
Largest net degree at the start of global routing - 30
DR WL met2 - 7810 um
Dominant flop cell - edfxtp_1
Vias in the first global route - 4,605
Min Tclk post-route - 5590 ps
Final WL - 17,700 um
Comb power frac - 35.3%
First-pass GRT wire length - 26,800 um
Synthesis area per yosys - 0.00639 mm2
HP Start - IR_R.Q[0]$_DFFE_PP_
Post-synth regs - 141
Reg2Reg Capture Point - R_G.Q[1]$_DFFE_PP_
Max cap viols - 0
Setup slack, reg-to-reg - 3230 ps
WP data required - 8270 ps
Init Core Util - 30.5%
Arrival @ worst endpoint - 5760 ps
DRT Pass-1 Iters - 7
Met3 wire len - 2160 um
Drt initial violations - 308
CTS Buf Count - 17
Max layer used - met4
I/O pins - 98
VDD IR-drop max - 0.131 mV
Post-CTS Resized - 0
Pwr dens - 307 mW/mm2
Clk_skew - 9.07 ps
Area grow syn2layout - 28.8%
Crit end category - register
Die height - 148 um
Drt drc - 0
Worst rel slew slack - 41.1%
DR vias - 4,797
Sw Pwr - 0.907 mW
Hpwl dp - 13,000 um
Synth cell types - 62
Fin util - 39.3%
Detail Route Antenna Nets - 0
CTS tree - yes
Register pins left without a clock - 24
Routed WL per cell - 18.8 um
CTS Root Cell - clkbuf_16
Fmax - 179 MHz
Post-route setup slack - 2510 ps
Cell Area, Synth - 0.00639 mm2
Worst slew pin tran - 875 ps
FILL cells - 1,976
Ys cells - 554
Final hold vios - 0
H-tree levels - 4
Synth warnings - 4
GRT Util Overall - 17.1%
Site Rows - 53
Vias/cell - 5.10
Die width - 148 um
Leakage - 3.06 nW
Synth Instances - 554
Layout Cell Area excl Fill - 0.00824 mm2
CP Max Fanout - 14
Crit start category - primary input
# setup viols final - 0
Max Buffers Root-to-Sink - 2
RSZ-0062 raised after global routing - false
Internal power - 1.62 mW
Cells on worst reg2reg path - 15
ANT cells - 0
Register Area - 0.00370 mm2
Worst r2r src - R6.Q[4]$_DFFE_PP_
M1 wire length - 7540 um
-- power groups by stage --
stage                 registers (mW)  clock network (mW)  logic [mW]
final                          0.909               0.724       0.892
after global routing           0.918               0.763        1.02
after CTS                      0.909               0.736       0.896
-- worst max-delay path, stage by stage --
cell and delay (ps):
clkdlybuf4s50_1 560, nand2_1 100, o21ai_0 100, o41a_1 520, ha_1 330, inv_1 60
fa_1 420, fa_1 460, fa_1 480, inv_1 40, ha_1 210, fa_1 430
mux2_2 270, a22o_1 170
-- stage by stage --
step / hold slack (ps) / std cells
3_3_place_gp: 596 / 909
5_1_grt: 644 / 941
2_1_floorplan: 534 / 554
3_5_place_dp: 596 / 909
6_report: 622 / 941
4_1_cts: 622 / 941
-- synth_stat cells (all sizes together) (16+ instances only) --
library cell   n  area, um2
edfxtp        99       2970
nor2          68        255
inv           37        139
a21oi         33        165
nand2         33        124
ha            27        338
dlxtn         24        360
a22oi         20        150
clkbuf        16       60.1
dfxtp         16        320
o21ai         16       80.1
-- placed cells by master, fill, tap and decap left out, types with 7 or more instances in the layout --
| cell | count |
|---|---|
| o22ai_1 | 8 |
| clkbuf_16 | 17 |
| nor2_1 | 68 |
| a31o_2 | 7 |
| dfxtp_1 | 16 |
| inv_1 | 36 |
| a221oi_1 | 8 |
| nand2b_1 | 9 |
| a22oi_1 | 20 |
| o21ai_0 | 16 |
| dlxtn_1 | 24 |
| nor2b_1 | 7 |
| a31oi_1 | 9 |
| nand2_1 | 33 |
| edfxtp_1 | 99 |
| clkdlybuf4s50_1 | 97 |
| fa_1 | 7 |
| ha_1 | 27 |
| a21oi_1 | 33 |
-- registers in the layout, summed over array words and instances (netlist names), 9 cells and up --
register / flops
IR_R.Q: 9
R0.Q: 9
R1.Q: 9
R2.Q: 9
R3.Q: 9
R4.Q: 9
R5.Q: 9
R6.Q: 9
R7.Q: 9
R_A.Q: 9
R_G.Q: 9
-- layer usage --
layer	vias to the layer above	GRT usage (%)
met3	14	8.66
met1	2253	24.6
met4	0	1.96
li1	2271	-
met5	-	0
met2	259	24.8
-- worst max path at each step --
stage	start	to	slack, ps
5_1_grt	DIN[1]	R_G.Q[1]$_DFFE_PP_	2270
6_report	DIN[1]	R_G.Q[1]$_DFFE_PP_	2510
4_1_cts	DIN[1]	R_G.Q[1]$_DFFE_PP_	2520
-- area by class of cell --
class | count | area share (%)
clock buffers | 17 | 5.17
clock inverters | 15 | 1.87
inverters | 37 | 1.69
multi-input cells | 353 | 29.8
flip-flops and latches | 141 | 45.0
well taps | 275 | 4.18
repair buffers | 103 | 12.3
-- kinds of logic after synthesis --
family	share of synthesized area (%)
DFF	52.3
latches	5.63
buffers and inverters	3.72
AOI/OAI and AO/OA	16.6
xor gates and xnor gates	0.685
muxes	1.82
adders and majority gates	7.47
and+or+nand+nor	11.8
Power figures rest on the tool's default switching activity, not on a simulated workload.
